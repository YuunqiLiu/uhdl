$ cat design/flow/constraint.sdc
current_design adder

set clk_period 21.0
set clk_io_pct 0.2

create_clock -name clk0 -period $clk_period

set non_clock_inputs [all_inputs -no_clocks]
set_input_delay [expr $clk_period * $clk_io_pct] -clock clk0 $non_clock_inputs
set_output_delay [expr $clk_period * $clk_io_pct] -clock clk0 [all_outputs]
$ cat design/flow/config.mk
export PLATFORM = sky130hd
export DESIGN_NAME = adder
export DESIGN_NICKNAME = adder
export VERILOG_FILES = /design/flow/design.v
export SDC_FILE = /design/flow/constraint.sdc
export NUM_CORES = 4
export LEC_CHECK = 1
export CORE_AREA = 10 10 108 108
export DIE_AREA = 0 0 118 118
$ cat design/flow/run.sh
#!/bin/bash
# OpenROAD 26Q1-2900-gdf79404cd8, Yosys 0.63+post, stock flow scripts
make -C /OpenROAD-flow-scripts/flow DESIGN_CONFIG=/design/flow/config.mk WORK_HOME=/design/flow/orfs finish
$ cat design/flow/design.v
module adder (
    input [31:0] din1,
    input [31:0] din2,
    output [32:0] dout
);
    assign dout = din1 + din2;
endmodule
==> ci_impl_report.md <==
## Synthesis and layout report

| Metric | Value |
|---|---|
| Status | finished clean |
| Crit path launch type | input port |
| P per Cell Area | 33.4 nW/um^2 |
| Share of layout cells above drive strength 1 | 0.0304 |
| Post-DRT Antenna Nets | 0 |
| Min Tclk post-route | 11300 ps |
| Die width | 118 um |
| Die Y | 118 um |
| Hold wc startpoint | din2[0] |
| Seq cells | 0 |
| # diodes | 0 |
| Gpl congestion | 0.841 |
| Ordered cell list for the critical path | clkdlybuf4s50_1 > ha_1 > a21o_1 > or2_0 > or3_1 > o32ai_2 > o31ai_1 > xnor2_1 > clkdlybuf4s50_1 |
| Max FO, Critical Path | 8 |
| Most frequent cell on the critical path | clkdlybuf4s50_1 |
| Synth area leader | ha_1 |
| WP data arrival | 7100 ps |
| First-pass GRT wire length | 11600 um |
| Register area share after synthesis | 0 |
| Xor/xnor share | 0.124 |
| I/O Pins | 97 |
| CP Class | input port to output port |
| Most frequent cell after synthesis | a21oi_1 |
| Mapped cell area | 1900 sq um |
| Core area | 9280 sq um |
| TNS Setup | 0 ps |
| Tool warnings | 32 |
| Hold Fails Final Rpt | 0 |
| AO/OA Area Share | 0.387 |
| Power share of the sequential group | 0 |
| Adder Area Share | 0.221 |
| DR iter-0 viols | 120 |
| Hold WC Path Type | input port to output port |
| Largest net degree at the start of global routing | 12 |
| Sw power | 0.0414 mW |
| Synth warn | 0 |
| Sequential cell area | 0 sq um |
| Vias in the first global route | 2302 |
| Unique cell types | 51 |
| Die Size | 13900 sq um |
| Dominant comb cell | AND-OR/OR-AND gates |
| Vias per cell | 4.76 |
| Synth top cells by count | a21oi_1 (38), ha_1 (32), nand2_1 (21) |
| FP Rows | 35 |
| Sw Share | 0.414 |
| Internal | 0.0585 mW |
| Vias | 2335 |
| Buf+Inv Stages, Crit Path | 2 |
| Clock share of power | 0 |
| Worst hold endpoint | dout[0] |
| Layout clock buffers | 0 |
| Cycle use final | 0.538 |
| Mapped Avg Cell Area | 6.94 sq um |
| Fin cells | 491 |
| CP required | 16800 ps |
| Leak | 1.22 nW |
| Layout area overhead | 57.2% |
| Post-CTS Setup Bufs | 0 |
| Top post-synthesis cells by area | ha_1 (21%), a21oi_1 (10%), xnor2_1 (7.4%), a21o_1 (5.1%), xor2_1 (5.1%) |
| Final Max Tran Viols | 0 |
| Ys cells | 274 |
| Post_cts resized | 0 |
| CP max stage cell | clkdlybuf4s50_1 |
| Max cap viols | 0 |
| DR WL/cell | 14.3 um |
| Cell Count Post-Placement | 491 |
| Remaining DRCs | 0 |
| Setup violators final | 0 |
| Mapped Cells | 274 |
| Pre-Repair DR Iteration Count | 4 |
| Routed wire length | 7000 um |
| Initial antenna violation count | 0 |
| Port Buffer Count | 97 |
| Fillers | 1017 |
| CP max stage delay | 490 ps |
| Hold buffer count at CTS | 0 |
| Peak VDD IR | 12.3 uV |
| RSZ-0062 raised after global routing | false |
| Fin util | 0.322 |
| CP Capture Type | output port |
| Achievable clock frequency | 88.5 MHz |
| Crit path from | din1[19] |
| Worst-margin pin slew | 516 ps |
| Cell family with most CP delay | buffers and inverters |
| Min-Delay Path Depth | 3 |
| Worst rel slew slack | 0.656 |
| FP Util | 0.205 |
| Combinational share of power | 1.000 |
| GRT Total Usage | 0.0968 |
| Dpl hpwl | 6290 um |
| Mux area share | 0.0105 |
| Simple Share, Synth | 0.218 |
| Area leader share | 0.211 |
| Congestion Overflow GR | 0 |
| Chip area in the Yosys report | 1900 sq um |
-- cell usage in the layout, fill, tap and decap left out, types with 3 or more instances in the layout --
| master | instances |
|---|---|
| clkdlybuf4s50_1 | 97 |
| a21oi_1 | 38 |
| ha_1 | 32 |
| nand2_1 | 21 |
| nor2_1 | 19 |
| xnor2_1 | 16 |
| nand3_1 | 14 |
| a21o_1 | 13 |
| o21ai_0 | 13 |
| xor2_1 | 11 |
| inv_1 | 8 |
| a211oi_1 | 8 |
| nor3_1 | 6 |
| o21a_1 | 5 |
| o211ai_1 | 5 |
| and3_1 | 5 |
| a31oi_1 | 4 |
| o21bai_1 | 3 |
| o31ai_1 | 3 |
| or2_2 | 3 |
-- area by class of cell --
type | instances | area (sq um) | area share
Multi-Input combinational cell | 257 | 1830 | 0.611
Timing Repair Buffer | 97 | 971 | 0.325
Tap cell | 129 | 161 | 0.0540
Inverter | 8 | 30.0 | 0.0100
-- stage by stage --
stage               area [sq um]  hold slack (ps)  total power, mW  setup WS [ps]
floorplan                   1900             8470           0.0490          10830
global placement            2990             9450            0.101           9690
detailed placement          2990             9450            0.101           9690
CTS                         2990             9450            0.102           9660
global route                2990             9480            0.112           9420
finish                      2990             9430           0.0999           9700
-- worst max-delay path by stage --
stage,end,slack (ps),cells after the start
after CTS,dout[25],9660,9
after global routing,dout[27],9420,9
final,dout[25],9700,9
-- cell families (layout without fill, tap and decap cells) --
family / count (synthesis) / count (layout)
adder cells (fa/ha/maj): 33 / 33
buffers and inverters: 17 / 105
AND/OR/NAND/NOR: 84 / 84
multiplexers: 2 / 2
XOR/XNOR: 27 / 27
AND-OR/OR-AND: 111 / 111
-- power groups by stage --
stage,sequential [mW],combinational (mW),clock [mW]
finish,0,0.0999,0
CTS,0,0.102,0
global route,0,0.112,0
-- metal layers --
| layer | track usage | routed length (um) | up-vias |
|---|---|---|---|
| met1 | 0.139 | 3440 | 1034 |
| met5 | 0 | 0 | - |
| met3 | 0.0122 | 352 | 0 |
| met4 | 0 | 0 | 0 |
| li1 | - | - | 1233 |
| met2 | 0.159 | 3210 | 68 |
No activity file was given, so power comes from the tool's default toggle rates.
