## flow/config.mk

```make
export PLATFORM = sky130hd
export DESIGN_NAME = adder_param
export DESIGN_NICKNAME = adder_param
export VERILOG_FILES = /design/flow/design.v
export SDC_FILE = /design/flow/constraint.sdc
export NUM_CORES = 4
export LEC_CHECK = 1
export CORE_AREA = 10 10 108 108
export DIE_AREA = 0 0 118 118
```

## flow/constraint.sdc

```tcl
current_design adder_param

set clk_period 15.7
set clk_io_pct 0.2

create_clock -name clk0 -period $clk_period

set non_clock_inputs [all_inputs -no_clocks]
set_input_delay [expr $clk_period * $clk_io_pct] -clock clk0 $non_clock_inputs
set_output_delay [expr $clk_period * $clk_io_pct] -clock clk0 [all_outputs]
```

## flow/design.v

```verilog
module adder_param #(
    parameter WIDTH = 32
)(
    input [WIDTH-1:0] din1,
    input [WIDTH-1:0] din2,
    output [WIDTH:0] dout
);
    assign dout = din1 + din2;
endmodule
```

## flow/run.sh

```bash
#!/bin/bash
# OpenROAD 26Q1-2900-gdf79404cd8, Yosys 0.63+post, stock flow scripts
make -C /OpenROAD-flow-scripts/flow DESIGN_CONFIG=/design/flow/config.mk WORK_HOME=/design/flow/orfs finish
```

==> qor.yml <==
run_status:
  status: "finished, final reports clean"
critical_path:
  startpoint: "din1[19]"
  end_kind: "output port"
  required_ns: 12.56
  critPathMaxFanout: 8
  crit_slowest_cell: "clkdlybuf4s50_1"
  max_stage_delay_ns: 0.50
  crit_arrival_ns: 6.07
  criticalPathCategory: "primary input to output port"
  cp-start-kind: "primary input"
  crit_top_cell: "clkdlybuf4s50_1"
  worstPathCellList: "clkdlybuf4s50_1 -> ha_1 -> a21o_1 -> or2_0 -> or3_1 -> o32ai_2 -> o31ai_1 -> xnor2_1 -> clkdlybuf4s50_1"
global_routing:
  grt_max_degree: 12
  grt_pass1_wl_mm: 11.5
  grt-ovfl-total: 0
  grt_usage: 0.0958
  antenna_found_initial: 0
  first_global_vias: 2255
floorplan:
  num_rows: 35
  fp_util: 0.205
  fp.dieW_um: 118
  die-height_um: 118
  ios: 97
  chip_area_um2: 13900
  core-area_um2: 9280
cells_and_area:
  finalNonFillerCells: 491
  regArea_um2: 0
  fin_area_um2: 2990
  seq_cells: 0
  areaGrowthSynthToFinish_pct: 57.2
  final_util: 0.322
  final_layout_size_suffix_gt1_frac: 0.0304
  nClkBuffers: 0
pwr:
  p_leak_nw: 1.22
  powerDensity_nw_per_um2: 44.7
  power_mw: 0.134
  vdd_ir_drop_max_mv: 0.0161
logic_synthesis:
  top_cells_by_area: "ha_1 21%, a21oi_1 10%, xnor2_1 7.4%"
  synth.top_cell.area_share: 0.211
  yosysSeqAreaShare: 0
  synth_area_leader_cell: "ha_1"
  mux_share: 0.0105
  ys_area_um2: 1900
  synth.distinct_cells: 51
  xor_share: 0.124
  avgSynthCellArea_um2: 6.94
  ys_cells: 274
  ys_warn_count: 0
  ys_sh_adder: 0.221
  synthTopLogicFamily: "AND-OR/OR-AND gates"
  syn_area_um2: 1900
  synthAoiAreaFrac: 0.387
  synthCells: 274
  ys_sh_simple: 0.218
hold_path:
  hold_path_depth: 3
  hp-start: "din2[0]"
  min_path_type: "primary input to output port"
placement:
  place_area_um2: 2990
  dp_hpwl_mm: 6.20
  io_buffers: 97
  dp_worst_setup_slack_ns: 6.49
  globalplace.congestion: 0.841
  placed_cells: 491
sta:
  slew_violations: 0
  period_needed_ns: 9.21
  rsz0062_at_grt: "no"
  fin_setup_tns_ns: 0
  hold_viol: 0
  timing.hold.ws_ns: 7.32
  relSlewSlack: 0.650
  setup_viol: 0
  worstMarginPinSlew_ns: 0.526
  finalCritPeriodShare: 0.587
  max_freq_mhz: 109
  fin_ws_ns: 6.49
drt:
  routed_wl_mm: 6.95
  final_antenna_net_count: 0
  drc: 0
  antennaDiodeCount: 0
  wl_per_cell_um: 14.2
  viasPerCell: 4.68
  drt_iter0_markers: 191
  via_count: 2297
  drt-pass1-iter-count: 4
job:
  max-cap-violations: 0
  tool_warnings: 32
clock_tree:
  cts_setup_buffers: 0
  cts_resized: 0
  ctsHoldBuffers: 0
worst paths after layout:
path        to
max   dout[25]
min    dout[0]
power breakdown:
group | internal (mW) | switching, mW | leakage [nW] | total, mW
combinational | 0.0783 | 0.0555 | 1.22 | 0.134
clock | 0 | 0 | 0 | 0
sequential | 0 | 0 | 0 | 0
Yosys cell counts, drive strengths merged (3+ instances only):
cell / instances
xor2: 11
ha: 32
nand2: 21
o21a: 5
o211ai: 5
clkbuf: 6
inv: 8
a21oi: 38
o21ai: 14
xnor2: 16
o21bai: 3
nor2: 19
and3: 6
a21o: 13
buf: 3
nand3: 14
a31oi: 4
o31ai: 3
nor3: 6
a211oi: 8
and4: 3
or2: 4
per-layer routing:
| metal | track usage | wire length, um |
|---|---|---|
| met5 | 0 | 0 |
| met4 | 0.00232 | 16 |
| met3 | 0.0141 | 312 |
| met2 | 0.155 | 3130 |
| met1 | 0.138 | 3490 |
critical path, delay by kind of cell:
kind | cells | cell delay, ns
adders and majority gates | 1 | 0.40
AOI/OAI and AO/OA | 3 | 0.85
and+or+nand+nor | 2 | 0.61
buffers and inverters | 2 | 0.90
xor gates and xnor gates | 1 | 0.17
cell usage in the layout (no fill, tap or decap), drive strengths merged, types with 6 or more instances in the layout:
cell | netlist | layout
clkdlybuf4s50 | 0 | 97
a21oi | 38 | 38
ha | 32 | 32
nand2 | 21 | 21
nor2 | 19 | 19
xnor2 | 16 | 16
nand3 | 14 | 14
o21ai | 14 | 14
a21o | 13 | 13
xor2 | 11 | 11
inv | 8 | 8
a211oi | 8 | 8
nor3 | 6 | 6
and3 | 6 | 6
cells by family (layout without fill, tap and decap cells):
kind of cell               after synthesis  count (layout)
adders and majority gates               33              33
xor gates and xnor gates                27              27
buffers and inverters                   17             105
and+or+nand+nor                         84              84
AOI/OAI and AO/OA                      111             111
muxes                                    2               2
layout make-up:
| cell class | instances | area [um^2] |
|---|---|---|
| Fill cell | 994 | 6290 |
| Inverter | 8 | 30.0 |
| Tap cell | 129 | 161 |
| Timing Repair Buffer | 97 | 971 |
| Multi-Input combinational cell | 257 | 1830 |
Power and IR drop assume default switching activity.
